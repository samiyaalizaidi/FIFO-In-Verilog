--- flow/run.sh ---
#!/bin/bash
# OpenROAD 26Q1-2900-gdf79404cd8, Yosys 0.63+post, stock flow scripts
make -C /OpenROAD-flow-scripts/flow DESIGN_CONFIG=/design/flow/config.mk WORK_HOME=/design/flow/orfs finish
--- flow/config.mk ---
export PLATFORM = sky130hd
export DESIGN_NAME = queue_non_fsm
export DESIGN_NICKNAME = queue_non_fsm
export VERILOG_FILES = /design/flow/design.v
export SDC_FILE = /design/flow/constraint.sdc
export NUM_CORES = 4
export LEC_CHECK = 1
export CORE_UTILIZATION = 40
--- flow/constraint.sdc ---
current_design queue_non_fsm

set clk_period 3.9
set clk_io_pct 0.2

create_clock -name clk0 -period $clk_period [get_ports {clk}]

set non_clock_inputs [all_inputs -no_clocks]
set_input_delay [expr $clk_period * $clk_io_pct] -clock clk0 $non_clock_inputs
set_output_delay [expr $clk_period * $clk_io_pct] -clock clk0 [all_outputs]
--- flow/design.v ---
`timescale 1ns / 1ps
module queue_non_fsm(
    clk,              
    reset,            
    data_in,          
    write_to_stack,   
    read_from_stack,  
    stack_full,       
    stack_empty,      
    data_out          
    );
    parameter num_of_words  = 32;  
    parameter word_length   = 8;   
    parameter pointer_width = 5;   
    input [word_length - 1:0] data_in;
    input       clk,
                reset,
                write_to_stack,
                read_from_stack;
    output stack_full,
           stack_empty;
    output [word_length - 1:0] data_out;
    reg    [word_length - 1:0] data_out;
    reg [word_length - 1:0] queue_8_32 [0:num_of_words - 1];  
    reg [pointer_width:0]     pointer_difference;
    reg [pointer_width - 1:0] read_pointer,
                              write_pointer;
    assign stack_full  = pointer_difference == num_of_words;
    assign stack_empty = pointer_difference == 0;
    integer i;
    always @ (posedge clk or 
              posedge reset
              ) begin
        if (reset) begin
           for (i = 0; i < num_of_words; i = i + 1) queue_8_32[i] <= 8'b0000_0000;           
           data_out           <= 8'b0000_0000;
           pointer_difference <= 0;
           read_pointer       <= 0; 
           write_pointer      <= 0;
        end        
        else if (write_to_stack && (!stack_full)) begin
            queue_8_32[write_pointer] <= data_in;
            write_pointer             <= write_pointer + 1;
            pointer_difference        <= pointer_difference + 1;
        end
        else if (read_from_stack && (!stack_empty)) begin
            data_out           <= queue_8_32[read_pointer];
            read_pointer       = read_pointer + 1;
            pointer_difference <= pointer_difference - 1;
        end        
    end
endmodule
==> GITHUB_STEP_SUMMARY <==
### Metrics collected by this job

| Metric | Value |
|---|---|
| Outcome | finished clean |
| Synth Seq Share | 52.3% |
| Max FO, Critical Path | 24 |
| Unique cell types | 70 |
| Setup Viol. Count Final | 0 |
| Net Switching | ~4.4 mW |
| Post-cts resize count | 0 |
| Top cells by count, synth | 280 x dfrtp_1, 265 x mux2_2, 59 x nand2_1, 44 x clkbuf_1 |
| Leakage power | 6.71 nW |
| Hold Crit Class | register to register |
| CP max stage delay | 0.65 ns |
| Min Tclk post-route | 3.30 ns |
| Syn avg cell area | between 10 and 15 µm² |
| I/O pins | 22 |
| Min setup slack post-route | 0.604 ns |
| Worst Setup Start Kind | register |
| Worst-path clk slew | 0.06 ns |
| Syn Inst Count | 1068 |
| Comb pwr share | 37.1% |
| Post-route DRC | 0 |
| Max Clock Skew | 0.0138 ns |
| Register share of total power | approximately two fifths |
| Tool warnings | 36 |
| Largest area contributor in the netlist | dfrtp_1 |
| VDD IR max | 0.000467 V |
| Worst rel slew slack | 40.1% |
| Total grt overflow | 0 |
| N_diodes | 0 |
| Routed vias/inst | 5.88 |
| Vias in the first global route | 9401 |
| Crit-path cells | buf_4 -> and2_1 -> a22oi_1 -> o22ai_1 -> a2111o_1 -> nor4_1 -> buf_4 -> o31ai_1 |
| DRT iter0 DRCs | 666 |
| Count of library flops with an enable pin | 0 |
| Fillers | between 2000 and 3000 |
| Pwr/cell area | 813 mW/mm² |
| CP delay by family, top | AND-OR/OR-AND gates |
| Max_cap viols | 0 |
| Final Hold Violation Tally | 0 |
| Global-route wire length before repair | 62100 µm |
| Antenna-violating nets left | 0 |
| Chip Area | 0.0342 mm² |
| Initial antenna violation count | 0 |
| Chip height | around 190 µm |
| Post-DP HPWL | ~27000 µm |
| # hold bufs at CTS | 0 |
| Drt pass-1 iters | 5 |
| Seq cells post-synth | ~280 |
| Clock Tree Buf Depth | 3 |
| Share of post-route cells with drive strength above 1 | about a third |
| Total number of vias | 9118 |
| Net Sw Frac | 35.8% |
| CP Buf/Inv Count | 2 |
| Pre-CTS setup slack | 0.680 ns |
| Dominant cell area share | 52.3% |
| Gpl congestion | 1.00 |
| Main flop type | dfrtp_1 |
| Worst path slowest cell | dfrtp_2 |
| Final period util | 84.5% |
| CTS tree | yes |
| Area of the core | around 0.033 mm² |
| Ys cells | ~1100 |
| Unrepaired setup endpoints after global routing | no |
| Warnings, synthesis | 2 |
| WL per Instance | 26.0 µm |
| Area delta synth->final | 13.2% |
| Starting Density | between 40% and 50% |
| Die W | 185 µm |
| CTS Sinks | 280 |
| Clock power share | 23.0% |
| CTS Root Cell | clkbuf_16 |
| Final Max Slew Viols | 0 |
| Worst-Margin Slew | 0.892 ns |
| Biggest area cells | dfrtp_1 52%, mux2_2 22%, a22oi_1 2.1% |
| Fmax | approximately 300 MHz |
| Clk latency of the worst-skew pair | 0.56 ns |
| Yosys stat area | 0.0134 mm² |
| Crit-path most repeated cell | buf_4 |
| WP data arrival | around 3.7 ns |
| Asr flop ratio synth | 100% |
| H-tree depth | 1 |
| Post-Syn Area | ~0.013 mm² |
| Cell Int Power | around 7.9 mW |
| Synth top cell by count | dfrtp_1 |
| Port Buffers | 21 |
| Worst setup path category | register to register |
| CTS Buf Count | 31 |
| Data required time of the critical path | 4.33 ns |
| Total power | 12.3 mW |
| Setup Fix Bufs, Post-CTS | 0 |
| Pin count of the biggest net entering global routing | ~120 |
| # rows | 66 |
| Final WL | between 40000 and 50000 µm |
| GRT Total Usage | 26.0% |
| Critical Path End Type | register |
-- tightest hold or removal path, stage by stage, from the launching register on --
cell     delay [ns]
dfrtp_1        0.34
nand2_1        0.05
o31ai_1        0.05
-- power groups by stage --
stage	clock, mW	sequential, mW	combinational (mW)
6_report	2.83	4.91	4.58
5_1_grt	3.01	5.08	4.94
4_1_cts	2.89	4.90	4.54
-- cell type report --
class                           instances  area, µm²  area share [%]
Inverter                               13       52.6           0.346
Tap cell                              442        553            3.65
Clock inverter                          5       50.0           0.330
Sequential cell                       280       7010            46.2
Clock buffer                           49        933            6.15
Timing Repair Buffer                   67        593            3.91
Multi-Input combinational cell        696       5980            39.4
-- per-stage QoR --
stage | cells | utilization [%] | TNS (ns) | instance area [µm²] | hold WS (ns)
5_1_grt | 1552 | 46.3 | 0 | 15200 | 0.512
2_1_floorplan | 1068 | - | -164.45 | 13400 | 0.424
3_5_place_dp | 1498 | 43.3 | 0 | 14200 | 0.474
3_3_place_gp | 1498 | 43.3 | 0 | 14200 | 0.464
4_1_cts | 1552 | 46.3 | 0 | 15200 | 0.486
6_report | 1552 | 46.3 | 0 | 15200 | 0.478
-- cells by family after synthesis --
family | Yosys count | share of synthesized area, %
AND/OR/NAND/NOR | 214 | 8.41
multiplexers | 297 | 25.1
XOR/XNOR | 11 | 0.719
buffers and inverters | 92 | 3.07
flip-flops | 280 | 52.3
AND-OR/OR-AND | 157 | 8.79
adder cells (fa/ha/maj) | 17 | 1.64
-- state kept, by name, indices dropped and copies added (netlist names) --
| name | flops |
|---|---|
| data_out | 8 |
| read_pointer | 5 |
| queue_8_32 | 256 |
| write_pointer | 5 |
| pointer_difference | 6 |
-- layer usage --
layer | global-route usage, % | vias to the layer above | share of wire, % | wire, µm
met1 | 38.4 | 4696 | 43 | 17600
met3 | 8.84 | 96 | 9.4 | 3800
li1 | - | 3995 | - | -
met2 | 37.2 | 331 | 43 | 17400
met5 | 0 | - | 0 | 0
met4 | 8.46 | 0 | 4.0 | 1610
-- worst paths after layout --
kind | start | end | slack (ns) | depth (start not counted)
max in group asynchronous | reset | queue_8_32[21][0]$_DFFE_PP0P_ | 2.18 | 3
min in group asynchronous | reset | queue_8_32[22][0]$_DFFE_PP0P_ | 0.66 | 2
worst max-delay path | read_pointer[2]$_DFFE_PP0P_ | data_out[7]$_DFFE_PP0P_ | 0.60 | 8
worst max register to register | read_pointer[2]$_DFFE_PP0P_ | data_out[7]$_DFFE_PP0P_ | 0.60 | 8
worst min-delay path | data_out[7]$_DFFE_PP0P_ | data_out[7]$_DFFE_PP0P_ | 0.48 | 2
worst min register to register | data_out[7]$_DFFE_PP0P_ | data_out[7]$_DFFE_PP0P_ | 0.48 | 2
-- placed cells by master (no fill, tap or decap), types with 11 or more instances in the layout --
cell,n
a21oi_1,16
a22oi_1,37
buf_4,43
clkbuf_16,31
clkdlybuf4s50_1,21
dfrtp_1,277
ha_1,16
inv_1,11
mux2_2,265
mux2i_1,23
nand2_1,59
nand3_1,26
nand4_1,14
nor2_1,37
nor2_2,11
nor2b_1,14
o21ai_0,19
Power and IR drop assume default switching activity.
